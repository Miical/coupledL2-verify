### run.sh
#!/bin/bash
# OpenROAD 26Q1-2900-gdf79404cd8, Yosys 0.63+post, stock flow scripts
make -C /OpenROAD-flow-scripts/flow DESIGN_CONFIG=/design/flow/config.mk WORK_HOME=/design/flow/orfs finish
### config.mk
export PLATFORM = sky130hd
export DESIGN_NAME = array_1_ext
export DESIGN_NICKNAME = array_1_ext
export VERILOG_FILES = /design/flow/design.v
export SDC_FILE = /design/flow/constraint.sdc
export NUM_CORES = 4
export LEC_CHECK = 1
export CORE_UTILIZATION = 40
### constraint.sdc
current_design array_1_ext

set clk_period 32.9
set clk_io_pct 0.2

create_clock -name clk0 -period $clk_period [get_ports {RW0_clk}]

set non_clock_inputs [all_inputs -no_clocks]
set_input_delay [expr $clk_period * $clk_io_pct] -clock clk0 $non_clock_inputs
set_output_delay [expr $clk_period * $clk_io_pct] -clock clk0 [all_outputs]
### design.v
module array_1_ext(
  input RW0_clk,
  input [6:0] RW0_addr,
  input RW0_en,
  input RW0_wmode,
  input [7:0] RW0_wdata,
  output [7:0] RW0_rdata
);
  reg reg_RW0_ren;
  reg [6:0] reg_RW0_addr;
  reg [7:0] ram [127:0];
  integer i;
  always @(posedge RW0_clk)
    reg_RW0_ren <= RW0_en && !RW0_wmode;
  always @(posedge RW0_clk)
    if (RW0_en && !RW0_wmode) reg_RW0_addr <= RW0_addr;
  always @(posedge RW0_clk)
    if (RW0_en && RW0_wmode) begin
      for (i=0;i<1;i=i+1) begin
        ram[RW0_addr][i*8 +: 8] <= RW0_wdata[i*8 +: 8];
      end
    end
  assign RW0_rdata = ram[reg_RW0_addr];
endmodule
==> Slide: Implementation Results <==
Key Metrics from the Run

Route
  – Drt first pass iters: 5
  – Post-DR wirelength/cell: 28.9 um
  – Routed Antenna Nets: 0
  – Total wire length: 90,600 um
  – # DRC: 0
  – Via-per-instance ratio: 5.65
  – Initial drt markers: 1,278
  – Routed via count: 17,700

Global route
  – Initial antenna violation count: 10
  – GRT Util Overall: 0.203
  – First-pass GRT wire length: 134,000 um
  – GRT overflow: 0
  – Vias in the first global route: 20,000
  – Largest net degree at the start of global routing: 94

Worst setup path
  – Setup crit start kind: flop
  – Reg2reg start: reg_RW0_addr[2]$_DFFE_PP_
  – Critical path class: flop to output pin
  – Flop2flop setup slack: 32.18 ns
  – Worst EP arrival: 5.12 ns
  – Data required time of the worst path: 26.32 ns
  – Cells on worst reg2reg path: 1
  – Max FO, Critical Path: 34
  – CP endpoint kind: output pin
  – CP dominant cell by count: mux4_2
  – Max incr delay on CP: 0.66 ns
  – CP Cell Sequence: buf_4 -> buf_4 -> mux4_2 -> mux4_2 -> mux4_2 -> mux2_2 -> clkdlybuf4s50_1
  – CP max-delay cell: dfxtp_4

Placed design
  – Half-perimeter wire length after detailed placement: 54,700 um
  – Placed Cells: 2,949
  – Gpl congestion: 0.859
  – Port Buf Inserts: 25
  – Worst slack at placement: 21.76 ns

Yosys
  – Unique cell types: 21
  – Seq share, synth: 0.778
  – Chip area line of the yosys report: 40,000 um2
  – Yosys stat cell total: 1,648
  – Post-Syn Area: 40,000 um2
  – Synth Warn #: 1
  – Mean post-synth cell area: 24.2 um2
  – Ys flops: 1,038
  – Cells after Synth: 1,648

STA
  – Relative slew slack: 0.280
  – Unrepaired setup endpoints after global routing: no
  – Clock Skews: 0.00178 ns
  – Fin crit share: 0.356
  – Clock period minus worst slack: 11.70 ns
  – Setup ws final: 21.20 ns
  – Worst slew pin tran: 1.08 ns
  – Final setup viols: 0
  – Fin. Hold Viols: 0
  – Setup Total Neg Slack: 0 ns
  – Max Fclk: 85.4 MHz
  – Pins over their slew limit: 0

Clocking
  – Setup Buffers After CTS: 0
  – Hold-fix buffers, CTS: 0
  – Root buf cell: clkbuf_16
  – Skew-Pair Late Insertion Delay: 0.67 ns
  – Cts repair resizes: 0
  – Total clock sinks: 1,038
  – Worst-path clk slew: 0.06 ns
  – Max clock buf depth: 3
  – Number of buffers created by CTS: 99
  – CTS tree: built
  – H-tree depth: 3

Min path
  – Worst Hold Class: flop to flop
  – Worst hold start: reg_RW0_addr[5]$_DFFE_PP_
  – Hold path cells: 1

Die
  – Die width: 318 um
  – Starting Density: 0.405
  – Chip Area: 101,000 um2
  – Core area: 98,700 um2
  – Num rows: 115
  – I/O pins: 26
  – Die height: 318 um

Power and ir drop
  – Leak: 13.8 nW
  – Peak supply drop: 0.0000434 V
  – Power Dens Cells: 61.8 nW/um2

Job
  – Max cap viols: 0
  – OpenROAD warnings: 26

Outcome
  – Outcome: completed

Cells and area
  – Fillers: 7,964
  – Finished Layout Cells: 3,134
  – Layout cells sized above 1: 0.317
  – Area grow syn2layout: 13.4%
-- sequential cells by signal, summed over array words and instances (netlist names), named ones only --
signal        count
ram            1024
reg_RW0_addr      7
-- power by group --
part | switching [mW] | internal [mW] | total, mW
registers | 0.00624 | 1.46 | 1.46
clock network | 0.476 | 0.670 | 1.15
logic | 0.104 | 0.0882 | 0.192
-- worst max-delay path, delay by kind of cell (launching register included) --
kind / cells / cell delay [ns]
flops: 1 / 0.66
buf+inv: 3 / 1.68
mux: 4 / 2.04
-- through the flow --
stage / total power, mW / hold slack (ns) / utilization / area, um2
3_5_place_dp: 1.69 / 0.458 / 0.426 / 42000
6_report: 2.80 / 0.473 / 0.459 / 45300
4_1_cts: 2.83 / 0.475 / 0.459 / 45300
5_1_grt: 2.89 / 0.484 / 0.459 / 45300
2_1_floorplan: 1.60 / 0.449 / - / 40000
3_3_place_gp: 1.69 / 0.451 / 0.426 / 42000
-- area by class of cell --
class                   instances  area [um2]  share of cell area
diodes                          4        10.0            0.000221
clock buffers                 122        2630              0.0580
clock inverters                59         652              0.0144
inverters                       1        3.75           0.0000828
multi-input cells             520        8450               0.186
flip-flops and latches       1038       31100               0.687
well taps                    1287        1610              0.0355
repair buffers                103         841              0.0186
-- how the worst max path moves through the flow --
stage	from	endpoint	slack, ns	cells after the start
5_1_grt	flop	RW0_rdata[0]	20.83	7
4_1_cts	flop	RW0_rdata[0]	21.02	7
6_report	flop	RW0_rdata[0]	21.20	7
-- routing by layer --
layer / track usage / vias to the layer above / part of all wire
met5: 0.00426 / - / 0.0014
met4: 0.0409 / 14 / 0.027
met3: 0.155 / 149 / 0.17
met2: 0.297 / 1087 / 0.48
met1: 0.251 / 9140 / 0.33
li1: - / 7309 / -
-- placed cells by master (no fill, tap or decap) --
cell type	count
clkbuf_1	20
edfxtp_1	1031
or3b_2	2
clkinvlp_4	4
inv_1	1
clkbuf_16	102
nand4_1	3
nand2b_1	1
buf_12	2
clkinv_2	16
or3_1	1
clkinv_8	1
and2_1	1
nand2_1	9
nand3_1	9
nor2_1	131
mux2_2	15
mux4_2	336
inv_16	1
clkdlybuf4s50_1	17
bufinv_16	13
nor2b_1	5
clkinv_1	19
nand4b_1	3
dfxtp_2	1
inv_6	4
diode_2	4
nand3b_1	4
buf_4	84
dfxtp_1	3
clkinv_4	1
dfxtp_4	3
-- cells in the mapped netlist --
cell / instances / area (um2)
buf_4: 13 / 97.6
dfxtp_1: 7 / 140
edfxtp_1: 1031 / 31000
nand3b_1: 4 / 30.0
buf_6: 1 / 11.3
buf_2: 13 / 65.1
nand3_1: 9 / 45.0
inv_1: 1 / 3.75
mux4_2: 336 / 7570
or3b_2: 2 / 17.5
nand4_1: 3 / 18.8
mux2_2: 15 / 169
nor2_1: 131 / 492
and2_1: 1 / 6.26
buf_1: 12 / 45.0
nand4b_1: 3 / 26.3
or3_1: 1 / 6.26
nand2_1: 9 / 33.8
clkbuf_1: 50 / 188
nor2b_1: 5 / 31.3
nand2b_1: 1 / 6.26
-- cell families (layout without fill, tap and decap cells) --
logic type | after synthesis | in the layout | share of synthesized area
muxes | 351 | 351 | 0.194
DFF | 1038 | 1038 | 0.778
and+or+nand+nor | 169 | 169 | 0.0178
other | 0 | 4 | 0
buffers and inverters | 90 | 285 | 0.0103
Power is estimated from default activity; no workload was simulated.
