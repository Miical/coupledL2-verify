--- design.v ---
module array_ext(
  input RW0_clk,
  input [6:0] RW0_addr,
  input RW0_en,
  input RW0_wmode,
  input [3:0] RW0_wmask,
  input [43:0] RW0_wdata,
  output [43:0] RW0_rdata
);
  reg reg_RW0_ren;
  reg [6:0] reg_RW0_addr;
  reg [43:0] ram [127:0];
  integer i;
  always @(posedge RW0_clk)
    reg_RW0_ren <= RW0_en && !RW0_wmode;
  always @(posedge RW0_clk)
    if (RW0_en && !RW0_wmode) reg_RW0_addr <= RW0_addr;
  always @(posedge RW0_clk)
    if (RW0_en && RW0_wmode) begin
      for (i=0;i<4;i=i+1) begin
        if (RW0_wmask[i]) begin
          ram[RW0_addr][i*11 +: 11] <= RW0_wdata[i*11 +: 11];
        end
      end
    end
  assign RW0_rdata = ram[reg_RW0_addr];
endmodule
--- run.sh ---
#!/bin/bash
# OpenROAD 26Q1-2900-gdf79404cd8, Yosys 0.63+post, stock flow scripts
make -C /OpenROAD-flow-scripts/flow DESIGN_CONFIG=/design/flow/config.mk WORK_HOME=/design/flow/orfs finish
--- config.mk ---
export PLATFORM = sky130hd
export DESIGN_NAME = array_ext
export DESIGN_NICKNAME = array_ext
export VERILOG_FILES = /design/flow/design.v
export SDC_FILE = /design/flow/constraint.sdc
export NUM_CORES = 4
export LEC_CHECK = 1
export CORE_UTILIZATION = 40
export SYNTH_MEMORY_MAX_BITS = 65536
--- constraint.sdc ---
current_design array_ext

set clk_period 210.3
set clk_io_pct 0.2

create_clock -name clk0 -period $clk_period [get_ports {RW0_clk}]

set non_clock_inputs [all_inputs -no_clocks]
set_input_delay [expr $clk_period * $clk_io_pct] -clock clk0 $non_clock_inputs
set_output_delay [expr $clk_period * $clk_io_pct] -clock clk0 [all_outputs]
==> deck_impl_summary.md <==
Run Summary

Synth
  – Sequential share of the synthesized area: 0.784
  – Post-synthesis area per instance: 24.8 um2
  – Yosys stat cell total: 8709
  – Top cells, area: edfxtp_1 (78%), mux4_2 (19%), nor2_1 (0.91%), clkbuf_1 (0.55%), buf_2 (0.28%)
  – Unique cell types: 19
  – #FFs+latches synth: 5646
  – Most common cell in the netlist: edfxtp_1
  – Async SR Flop Fraction: 0
  – Post-Syn Area: 216000 um2
  – Top cell area share: 0.783
  – Mapped Cells: 8709
  – Ys Warns: 1
  – Largest area contributor in the synthesized netlist: edfxtp_1
  – YS chip area: 216000 um2
  – Main synth FF type: edfxtp_1
  – Most frequent cells after synthesis: edfxtp_1 (5639), mux4_2 (1848), nor2_1 (522)
  – Number of enable flip-flop cells: 5639

Critical path
  – Startpoint types: flip-flop
  – CP arrival: 8250 ps
  – Worst Path Max Fanout: 77
  – Worst EP required: 168240 ps
  – CP Capture Type: output pin
  – CP Class: flip-flop to output pin

Detailed routing
  – Post-Route WL: 574000 um
  – Drt first pass iters: 10
  – Via count: 98.0k
  – Uppermost layer routed: met5
  – Met3 wire length: 123000 um
  – # DRC: 0
  – M1 wire length: 161000 um
  – Met2 WL: 264000 um
  – Detail Route Antenna Nets: 0
  – Iter 0 DRT Violations: 6859
  – Routed length per placed instance: 33.1 um
  – Vias per cell: 5.65

Hold path
  – Worst hold path type: flip-flop to flip-flop

Die
  – FP Core Util: 0.402
  – Chip height: 737 um
  – Die ar.: 544000 um2
  – Die x size: 737 um
  – Row count: 269
  – # IOs: 102
  – Core area: 538000 um2

Flow run
  – OpenROAD warning count: 31
  – MaxCap Viol Count: 0

CTS
  – H-Tree Depth: 6
  – Clock Latency Late Sink: 1080 ps
  – Cts hold-fix bufs: 0
  – PostCTS Resize Cnt: 0
  – Clk pin slew, worst setup/hold paths: 70 ps
  – TritonCTS clock tree: done
  – Cts bufs inserted: 555
  – CTS sink cnt: 5646
  – Bufs on Longest Clock Path: 4
  – Root buf cell: clkbuf_16
  – Post-CTS setup buffers: 0

Global route
  – Largest net degree at the start of global routing: 106
  – GRT Resource Usage Total: 0.236
  – Vias in the first global route: 110k
  – First-pass GRT wire length: 812000 um
  – Grt total ovfl: 0
  – Initial antenna violation count: 65

Cells and area
  – Final Non-Filler Cells: 17.4k
  – Area Growth Syn to Fin: 14.7%
  – Fillers: 42.7k
  – Share of cells above drive strength 1: 0.348
  – Final core utilization: 0.461

Final timing
  – Final worst slack: 159990 ps
  – Final Cycle Share: 0.239
  – Total Neg Setup Slack: 0 ps
  – Worst-case clock skew: 23.9 ps
  – Hold Fails Final Rpt: 0
  – RSZ-0062 raised after global routing: no
  – Final setup fails: 0
  – FMAX: 0.0199 GHz
  – Worst Tran Pin Value: 1190 ps
  – Fin crit period: 50310 ps
  – Pins Over Slew Limit: 0
  – Max-slew headroom: 0.206

Placed design
  – IO Port Bufs: 101
  – Place WS: 160870 ps
  – HPWL after DPL: 367000 um
  – Placed insts: 16.3k
  – GP Congestion: 0.894

Power
  – Leak Pwr: 76.3 nW
  – Worst vdd ir: 0.0000103 V
  – PwrDens: 9.57 nW/um2

Run status
  – Outcome: finished, final reports clean
==> flip-flops by register name (all words and copies together) (netlist names), named ones only <==
name / count
reg_RW0_addr: 7
ram: 5632
==> critical path, cell delays in order (launching register included) <==
cell             delay, ps
dfxtp_4                700
buf_4                  590
buf_12                 570
buf_4                  660
buf_4                  640
buf_4                  710
buf_4                  640
mux4_2                 590
mux4_2                 550
mux4_2                 510
mux2_2                 400
clkdlybuf4s50_1        440
==> final cells by class <==
| class | instances | area, um2 | area share |
|---|---|---|---|
| sequential | 5646 | 169000 | 0.683 |
| multi-input combinational | 2575 | 44900 | 0.181 |
| clock buffer | 689 | 14700 | 0.0594 |
| tap | 7181 | 8980 | 0.0362 |
| timing repair buffer | 904 | 7070 | 0.0285 |
| clock inverter | 296 | 2750 | 0.0111 |
| antenna | 63 | 158 | 0.000636 |
==> cell usage in the layout (no fill, tap or decap), drive strengths merged, types with 13 or more instances in the layout <==
master         count
diode             63
edfxtp          5639
inv               26
bufinv            39
mux4            1848
nand2            131
clkinvlp          13
buf              847
clkbuf           689
clkdlybuf4s50     57
nor2             522
clkinv           218
mux2              51
==> path summary, 6_finish.rpt <==
check,start,to,slack [ps],cells past startpoint
max reg2reg,reg_RW0_addr[0],flip-flop,209510,1
min reg2reg,reg_RW0_addr[5],flip-flop,460,1
min,reg_RW0_addr[5],flip-flop,460,1
max,flip-flop,RW0_rdata[14],159990,11
==> logic make-up after synthesis <==
kind of cell  share of synthesized area
simple gates                     0.0120
mux                               0.195
buf+inv                         0.00926
flops                             0.784
==> metal layers <==
metal	track usage	vias to the layer above
li1	-	39700
met1	0.244	49900
met2	0.335	7158
met3	0.225	1124
met4	0.0716	100
met5	0.0515	-
==> per-stage QoR <==
step	power (W)	area [um2]	hold slack [ps]
after floorplan	0.00136	216000	449
after global placement	0.00144	230000	452
after detailed placement	0.00144	230000	463
after CTS	0.00239	248000	456
after global routing	0.00244	248000	461
final	0.00237	248000	458
==> power by group <==
part / total (W) / internal [W] / switching (W)
Sequential: 0.00124 / 0.00124 / 0.00000188
Clock: 0.000961 / 0.000547 / 0.000414
Combinational: 0.000172 / 0.0000742 / 0.0000974
Total: 0.00237 / 0.00186 / 0.000514
Power is estimated from default activity; no workload was simulated.
