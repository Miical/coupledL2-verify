==> design.v <==
module array_0_ext(
  input RW0_clk,
  input [6:0] RW0_addr,
  input RW0_en,
  input RW0_wmode,
  input [3:0] RW0_wmask,
  input [19:0] RW0_wdata,
  output [19:0] RW0_rdata
);
  reg reg_RW0_ren;
  reg [6:0] reg_RW0_addr;
  reg [19:0] ram [127:0];
  integer i;
  always @(posedge RW0_clk)
    reg_RW0_ren <= RW0_en && !RW0_wmode;
  always @(posedge RW0_clk)
    if (RW0_en && !RW0_wmode) reg_RW0_addr <= RW0_addr;
  always @(posedge RW0_clk)
    if (RW0_en && RW0_wmode) begin
      for (i=0;i<4;i=i+1) begin
        if (RW0_wmask[i]) begin
          ram[RW0_addr][i*5 +: 5] <= RW0_wdata[i*5 +: 5];
        end
      end
    end
  assign RW0_rdata = ram[reg_RW0_addr];
endmodule
==> run.sh <==
#!/bin/bash
# OpenROAD 26Q1-2900-gdf79404cd8, Yosys 0.63+post, stock flow scripts
make -C /OpenROAD-flow-scripts/flow DESIGN_CONFIG=/design/flow/config.mk WORK_HOME=/design/flow/orfs finish
==> config.mk <==
export PLATFORM = sky130hd
export DESIGN_NAME = array_0_ext
export DESIGN_NICKNAME = array_0_ext
export VERILOG_FILES = /design/flow/design.v
export SDC_FILE = /design/flow/constraint.sdc
export NUM_CORES = 4
export LEC_CHECK = 1
export CORE_UTILIZATION = 50
==> constraint.sdc <==
current_design array_0_ext

set clk_period 85.7
set clk_io_pct 0.2

create_clock -name clk0 -period $clk_period [get_ports {RW0_clk}]

set non_clock_inputs [all_inputs -no_clocks]
set_input_delay [expr $clk_period * $clk_io_pct] -clock clk0 $non_clock_inputs
set_output_delay [expr $clk_period * $clk_io_pct] -clock clk0 [all_outputs]
==> deck_impl_summary.md <==
Flow Results at a Glance

Logic synthesis
  • Sequential share of the synthesized area: a little under 80%
  • Mean Syn Cell Area: 22.9 sq um
  • Ys cells: about 4400
  • Yosys warns: 1
  • Yosys stat chip area: around 0.1 sq mm
  • Top cell area share: about three quarters
  • Post-Syn Area: 0.100 sq mm
  • Post-Syn Instances: about 4400
  • Leading area contributor after synthesis: edfxtp_1
  • Unique masters post-synth: 19
  • Biggest area cells: edfxtp_1 (77%), mux4_2 (19%), nor2_1 (2.0%)
  • #FFs+latches synth: 2574

Timing
  • RSZ-0062 raised after global routing: no
  • Max Clk Rate: 0.0404 GHz
  • Pins over their slew limit: 0
  • Final Critical Period: around 25 ns
  • Setup_tns: 0 ns
  • Slew headroom: 34.7%
  • Final setup viols: 0
  • Fin. Hold Viols: 0
  • Worst-margin pin slew: between 0.9 and 1 ns
  • Final Skew: 0.00779 ns
  • Final period utilization: 28.9%

Finish
  • Share of cells above drive strength 1: 28.3%
  • Fillers: 14100
  • Area grow syn2layout: 12.0%
  • Finished Cell Area: 0.112 sq mm
  • Most frequent cells in the layout: edfxtp_1 (2567), mux4_2 (840), nor2_1 (521)
  • Commonest Layout Cell: edfxtp_1
  • FF+latch area: 0.0772 sq mm
  • Comb. cell area: ~0.022 sq mm

Critical path
  • Critical path launch point type: flip-flop
  • Worst R2R Setup Slack: around 85 ns
  • CP max stage delay: between 0.8 and 0.9 ns
  • Worst Path Arrival: 7.63 ns
  • Setup CP Type: flip-flop to output pin
  • Max stage delay cell, worst path: dfxtp_4
  • Worst-path cell chain: buf_4, buf_4, buf_4, buf_4, buf_4, mux4_2, mux4_2, mux4_2, mux2_2, clkdlybuf4s50_1
  • Crit-path max FO: 37
  • Most used cell, CP: buf_4
  • Crit. End Element: output pin
  • Crit path DRT: 68.56 ns

Routing
  • Antenna-violating nets left: 0
  • Residual DRC: 0
  • Vias per inst: 6.11
  • First-pass detailed-route iteration total: 8
  • First DRT Iteration DRCs: 3318
  • Drt total wl: 244 mm
  • DR WL/cell: 33.0 um
  • Vias: approximately 45000

Clock tree
  • Post-CTS Setup Repair Bufs: 0
  • CTS Hold Buffers Added: 0
  • CTS tree: yes
  • TritonCTS Buffers: 280
  • Clock latency on the worst-skew pair: 0.89 ns
  • # clock sinks: ~2600
  • Post-cts sizing count: 0
  • Clock buffer depth: 4
  • Clock Pin Slew Worst Setup and Hold Paths: 0.06 ns
  • CTS root buf: clkbuf_16
  • H-tree depth: 5

Floorplan
  • Floorplan core density: 50.6%
  • FP Rows: 163
  • Die Wd: 449 um
  • Ports: ~54
  • Core area: between 0.15 and 0.2 sq mm
  • Die area: 0.202 sq mm
  • Die span in y: 449 um

Power
  • VDD IR max: approximately 0.019 mV
  • Leakage: around 34 nW
  • PwrDens: 24.1 mW/mm^2

Run
  • Log Warnings: 26
  • Max-cap violation count: 0

Global route
  • Vias in the first global route: about 51000
  • GRT Util Overall: between 20% and 30%
  • Largest net degree at the start of global routing: 96
  • Global-route wire length before repair: 354 mm
  • Initial antenna violation count: 17
  • Global route total overflow: 0

Place
  • Final Wtd Congestion: roughly 0.87
  • Hpwl dp: 159 mm
  • Port-buffer cells: around 53
  • Placed Instance Area: 0.104 sq mm

Hold path
  • Hold Path Class: flip-flop to flip-flop

Run status
  • Status: finished clean
metrics by stage:
stage	hold WS (ns)	cells	util [%]	power (mW)	setup slack, ns
detailed placement	0.459	6904	52.4	1.61	61.67
finish	0.471	7387	56.6	2.70	60.93
CTS	0.473	7381	56.6	2.72	60.67
floorplan	0.449	4377	-	1.53	65.88
global route	0.485	7382	56.6	2.78	60.37
global placement	0.451	6904	52.4	1.61	61.68
registers in the layout, summed over array words and instances (netlist names), named ones only:
signal and flops:
reg_RW0_addr 7, ram 2560
cell families (layout without fill, tap and decap cells):
kind of cell           after synthesis  in the layout  share of synthesized area [%]
buffers and inverters              260            624                           1.08
other                                0              6                              0
multiplexers                       867            867                           19.2
flip-flops                        2574           2574                           77.1
AND/OR/NAND/NOR                    676            676                           2.59
critical path: cells and delay by family (launching register included):
family	cells	cell delay [ns]
buffers and inverters	6	3.65
muxes	4	2.10
DFF	1	0.87
report_power, final:
group	switching [mW]	internal [mW]
clock network	0.462	0.657
logic	0.103	0.0835
registers	0.00343	1.39
total	0.569	2.13
cell type report:
type / count / share of cell area, %
antenna: 6 / 0.0134
tap: 2640 / 2.95
clock buffer: 356 / 6.69
sequential: 2574 / 68.9
timing repair buffer: 147 / 1.12
clock inverter: 121 / 0.810
multi-input combinational: 1543 / 19.5
cells in the mapped netlist:
| cell | count |
|---|---|
| nand2_1 | 131 |
| and3_1 | 1 |
| nand2b_1 | 4 |
| dfxtp_1 | 7 |
| nor4_1 | 1 |
| nor2_1 | 522 |
| nor2b_1 | 1 |
| nand3_1 | 4 |
| edfxtp_1 | 2567 |
| and3b_1 | 2 |
| mux4_2 | 840 |
| buf_2 | 63 |
| buf_1 | 34 |
| mux2_2 | 27 |
| buf_6 | 2 |
| nor3_1 | 7 |
| buf_4 | 2 |
| nor3b_1 | 3 |
| clkbuf_1 | 159 |
path summary, 6_finish.rpt:
path,from,to,depth (start not counted)
min reg2reg,reg_RW0_addr[1]$_DFFE_PP_,flip-flop,1
max reg2reg,reg_RW0_addr[0]$_DFFE_PP_,flip-flop,1
max,flip-flop,RW0_rdata[12],10
min,reg_RW0_addr[1]$_DFFE_PP_,flip-flop,1
layer usage:
layer / part of all wire [%] / track usage (%) / wire length (um) / vias to the layer above
li1: - / - / - / 18700
met1: 32 / 38.8 / 77500 / 23300
met2: 51 / 41.7 / 123000 / 2598
met3: 14 / 16.8 / 33300 / 431
met4: 3.9 / 8.08 / 9420 / 4
met5: 0.017 / 0.118 / 42 / -
No activity file was given, so power comes from the tool's default toggle rates.
